### /design/flow/config.mk
export PLATFORM = sky130hd
export DESIGN_NAME = Counter
export DESIGN_NICKNAME = Counter
export VERILOG_FILES = /design/flow/design.v
export SDC_FILE = /design/flow/constraint.sdc
export NUM_CORES = 4
export LEC_CHECK = 1
export CORE_AREA = 10 10 70 70
export DIE_AREA = 0 0 80 80
### /design/flow/constraint.sdc
current_design Counter

set clk_period 1.5
set clk_io_pct 0.2

create_clock -name clk0 -period $clk_period [get_ports {Counter_clock}]

set non_clock_inputs [all_inputs -no_clocks]
set_input_delay [expr $clk_period * $clk_io_pct] -clock clk0 $non_clock_inputs
set_output_delay [expr $clk_period * $clk_io_pct] -clock clk0 [all_outputs]
### /design/flow/design.v
module Counter (
Counter_clock,
Counter_rst_n,
Counter_LD,
Counter_EN,
Counter_UD,
Counter_pre_value,
Counter_cnt_value
);
input Counter_clock;
input Counter_rst_n;
input Counter_LD;
input Counter_EN;
input Counter_UD;
input [2:0] Counter_pre_value;
output [2:0] Counter_cnt_value;
reg [2:0] Counter_cnt_value;
always @ (posedge Counter_clock , negedge Counter_rst_n)
begin
   if(!Counter_rst_n) 
		begin
			Counter_cnt_value <= 3'b000;
		end
	else if(Counter_LD)         
		begin
			Counter_cnt_value <= Counter_pre_value;
		end
	else if(Counter_EN)
		begin
			if(Counter_UD)			 
				begin
					Counter_cnt_value <= Counter_cnt_value - 3'b001;
				end
			else 
				begin
					Counter_cnt_value <= Counter_cnt_value ;
				end
		end
	else
		begin
			Counter_cnt_value <= Counter_cnt_value;
		end
end
endmodule  
### /design/flow/run.sh
#!/bin/bash
# OpenROAD 26Q1-2900-gdf79404cd8, Yosys 0.63+post, stock flow scripts
make -C /OpenROAD-flow-scripts/flow DESIGN_CONFIG=/design/flow/config.mk WORK_HOME=/design/flow/orfs finish
==> reports/metrics.yaml <==
cts_buffer_depth: 2
synth.avg_cell_area_um2: 10.2
postCtsResizedCells: 0
cp.arrival_ps: 1060
rr_worst_depth: 4
hold_violations: 0
grt_pass1_wl_um: 910
antenna_found_initial: 0
path_clk_slew_ps: 40
fp_util_pct: 4.76
cts-root-buf: "clkbuf_4"
yosys_area_um2: 163
layout_top_cells: "10 x clkdlybuf4s50_1, 3 x dfrtp_1, 3 x clkbuf_4"
clk_latency_ps: 230
chipArea_mm2: 0.00640
crit_required_ps: 1200
crit_path_cell_trace: "clkdlybuf4s50_1"
layout-area-overhead-vs-synth_pct: 113
finalPower_w: 0.000318
die.size.y_um: 80
post-cts-setup-buffers: 0
grt_usage_pct: 1.97
routed_via_density: 2.12
core_mm2: 0.00342
cts_sinks: 3
first_global_vias: 185
cpLargestDelayFamily: "buffers and inverters"
fin_crit_ps: 1360
rrSetupSlack_ps: 360
r2r_start: "Counter_cnt_value[0]"
hold_path.class: "input pin to asynchronous set/reset pin"
dp_cells: 72
port_buffers: 10
ios: 11
clock.fmax_mhz: 738
fin_area_um2: 347
max_slew_margin_pct: 89.1
yosysUniqueCellTypes: 12
largest_reg_flops: 3
top_regs: "Counter_cnt_value (3)"
drive_above_1_share_pct: 20.0
yosysWarnings: 1
crit_path_start_kind: "flop"
area_leaders: "dfrtp_1 46%, ha_1 7.7%, mux2_2 6.9%, mux2i_1 6.2%, o21ai_1 6.2%"
routed_wl_um: 576
ant_nets: 0
fin_setup_tns_ps: 0
ir_drop_v: 0.000147
yosys.area.top_type: "dfrtp_1"
seq_area_frac_synth_pct: 46.2
worst_pin_slew_ps: 160
synth_area_um2: 163
htreeDepth: 1
fp-row-count: 21
log.warning_count: 25
crit_type: "flop to output port"
num_antenna_cells: 0
cts_buffers: 3
largest_register: "Counter_cnt_value"
ys_cells: 16
critPathBufInv: 1
cpPeakStageDelay_ps: 470
grt_max_degree: 6
gr-total-overflow: 0
top_area_share_pct: 46.2
instances_no_fill: 76
crit_path_top_delay_cell: "clkdlybuf4s50_1"
endpoint_kind: "output port"
dpl_cell_area_um2: 320
cp_max_fo: 2
outcome: "complete, no violations"
finalSetupViolCount: 0
skew_ps: 1.24
min_period_over_period_pct: 90.4
rsz0062_at_grt: "no"
firstDrtPassIters: 2
ys_seq_elements: 3
power.leakage_nw: 0.134
drtIter0Drc: 9
dp_hpwl_um: 508
syn_inst: 16
cap_violations: 0
die_w_um: 80
postCtsHoldBufs: 0
cts_tree: "built"
drt-wirelength-per-cell_um: 7.58
dr_total_vias: 161
maxSlewViolCount: 0
power_density_mw_per_mm2: 917
gp_congestion: 0.697
drc_errors: 0
r2r-end: "Counter_cnt_value[1]"
nFillCells: 405
lay_top_count: "clkdlybuf4s50_1"
## cell usage after synthesis (all sizes together)
cell   n
xor2   1
ha     1
inv    2
nand2  3
nand3  1
dfrtp  3
xnor2  1
mux2i  1
mux2   1
o21ai  2
## logic make-up after synthesis
logic type | after synthesis | share of synthesized area, %
AND-OR/OR-AND | 2 | 6.15
buffers and inverters | 2 | 4.61
flip-flops | 3 | 46.2
AND/OR/NAND/NOR | 4 | 11.5
multiplexers | 2 | 13.1
adder cells (fa/ha/maj) | 1 | 7.69
XOR/XNOR | 2 | 10.8
## through the flow
stage	worst slack [ps]	utilization, %	hold slack (ps)
2_1_floorplan	471	-	4.41
3_3_place_gp	133	9.38	490
3_5_place_dp	107	9.38	495
4_1_cts	125	10.1	242
5_1_grt	67.4	10.1	244
6_report	144	10.1	252
## metal layers
metal / up-vias / track usage (%) / wire (um)
met5: - / 0 / 0
met4: 0 / 0.704 / 7
met3: 2 / 2.73 / 143
met2: 12 / 1.69 / 150
met1: 66 / 2.40 / 275
li1: 81 / - / -
## final cells by class
class                      instances  area, um2  share of cell area (%)
inverter                           2       7.51                    2.17
clock buffer                       4       26.3                    7.58
timing repair buffer              10        100                    28.9
multi-input combinational         11       80.1                    23.1
tap                               46       57.6                    16.6
sequential                         3       75.1                    21.7
## worst max path at each step
stage / start / slack, ps / cells after the start / endpoint
6_report: Counter_cnt_value[2] / 140 / 1 / Counter_cnt_value[2]
5_1_grt: Counter_cnt_value[1] / 70 / 1 / Counter_cnt_value[1]
4_1_cts: Counter_cnt_value[1] / 130 / 1 / Counter_cnt_value[1]
## where the power goes
group          total (W)  switching [W]  leakage [nW]  internal [W]
clock           0.000141      0.0000410        0.0150     0.0000996
combinational  0.0000779      0.0000267        0.0833     0.0000512
sequential     0.0000993     0.00000704        0.0358     0.0000922
Power is estimated from default activity; no workload was simulated.
